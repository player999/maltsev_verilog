==> flow/run.sh <==
#!/bin/bash
# OpenROAD 26Q1-2900-gdf79404cd8, Yosys 0.63+post, stock flow scripts
make -C /OpenROAD-flow-scripts/flow DESIGN_CONFIG=/design/flow/config.mk WORK_HOME=/design/flow/orfs finish
==> flow/config.mk <==
export PLATFORM = sky130hd
export DESIGN_NAME = operation_r_goperation_i_bw16_inc2_si1_haddition_func_h_bw_16_icnt2
export DESIGN_NICKNAME = operation_r_goperation_i_bw16_inc2_si1_haddition_func_h_bw_16_icnt2
export VERILOG_FILES = /design/flow/design.v
export SDC_FILE = /design/flow/constraint.sdc
export NUM_CORES = 4
export LEC_CHECK = 1
export CORE_UTILIZATION = 50
==> flow/constraint.sdc <==
current_design operation_r_goperation_i_bw16_inc2_si1_haddition_func_h_bw_16_icnt2

set clk_period 4.5
set clk_io_pct 0.2

create_clock -name clk0 -period $clk_period [get_ports {CLK}]

set non_clock_inputs [all_inputs -no_clocks]
set_input_delay [expr $clk_period * $clk_io_pct] -clock clk0 $non_clock_inputs
set_output_delay [expr $clk_period * $clk_io_pct] -clock clk0 [all_outputs]
==> flow/design.v <==
module addition_func_h(RST, ST, CLK, RD, RES, IN0, IN1, IN2);
	input wire RST;
	input wire ST;
	input wire CLK;
	output wire RD;
	output wire [15:0] RES;
	input wire [15:0] IN0;
	input wire [15:0] IN1;
	input wire [15:0] IN2;
	wire [15:0] RESi;
	wire  RDi;
	operation_i_bw16_inc3_si2 opi3(RST, ST, CLK, RDi, RESi, IN0, IN1, IN2);
	operation_s_bw16 soperation(RST, RDi, CLK, RD, RES, RESi);	
endmodule
module operation_i_bw16_inc2_si1(RST, ST, CLK, RD, RES, IN0, IN1);
	input wire RST;
	input wire ST;
	input wire CLK;
	output reg RD;
	output reg [16-1:0] RES;
	reg STold;
	reg RF;
	input wire [15:0] IN0;
	input wire [15:0] IN1;
	always @(posedge CLK) begin
		if(RST == 1) begin
			RD = 1;
			RF = 1;
		end else begin
			if(RF == 1) begin
				RD = 1;
			end
			if(RF == 0) begin
				RES = IN1;
				RF = 1;
			end
			if(ST == 1 && STold == 0) begin
                                RD = 0;
				RF = 0;
                        end
		end
		STold = ST;
	end	
endmodule
module operation_i_bw16_inc3_si2(RST, ST, CLK, RD, RES, IN0, IN1, IN2);
	input wire RST;
	input wire ST;
	input wire CLK;
	output reg RD;
	output reg [16-1:0] RES;
	reg STold;
	reg RF;
	input wire [15:0] IN0;
	input wire [15:0] IN1;
	input wire [15:0] IN2;
	always @(posedge CLK) begin
		if(RST == 1) begin
			RD = 1;
			RF = 1;
		end else begin
			if(RF == 1) begin 
				RD = 1;
			end
			if(RF == 0) begin
				RES = IN2;
				RF = 1;
			end
			if(ST == 1 && STold == 0) begin
                                RF = 0;
				RD = 0;
                        end
		end
		STold = ST;
	end	
endmodule
module operation_s_bw16(RST, ST, CLK, RD, RES, IN);
	input wire RST;
	input wire ST;
	input wire CLK;
	output reg RD;
	output reg [16-1:0] RES;
	input wire [16-1:0] IN;
	reg STold;
	reg RF;
	always @(posedge CLK) begin
		if(RST == 1) begin
			RD = 1;
			RF = 1;
		end else begin
			if(RF == 1) begin
				RD = 1;
			end
			if(RF == 0) begin
				RES = IN + 1;
				RF = 1;
			end
			if(ST == 1 && STold == 0) begin
                                RF = 0;
				RD = 0;
                        end
		end
		STold = ST;
	end	
endmodule
module operation_r_goperation_i_bw16_inc2_si1_haddition_func_h_bw_16_icnt2(RST, ST, CLK, RD, RES, IN0, IN1);
	input wire RST;
	input wire ST;
	input wire CLK;
	output reg RD;
	output reg [16-1:0] RES;
	wire [16-1:0] res_g;
	wire [16-1:0] res_h;
	reg [16-1:0] CNT;
	reg [16-1:0] ITERATIONS;
	wire rd_g;
	wire rd_h;
	wire st_h;
	reg STold;
	reg rd_g_old;
	reg rd_h_old;
	input wire [16-1:0] IN0;
	input wire [16-1:0] IN1;
	operation_i_bw16_inc2_si1 g(RST, ST, CLK, rd_g, res_g, IN0, IN1);
	addition_func_h h(RST, st_h, CLK, rd_h, res_h, IN0, IN1, res_h);
	assign st_h = CNT?rd_h:rd_g;
	always @(posedge CLK) begin
		if(RST == 1) begin
			RD = 1;
			CNT = 0;
			STold = 0;
			rd_g_old = 0;
			rd_h_old = 0;
			ITERATIONS = 0;
		end else begin
			if(ITERATIONS == CNT) begin
				RD = 1;
				CNT = 0;
				ITERATIONS = 0;
			end
			if(RD == 0) begin
				if(rd_g == 1 && rd_g_old == 0 && CNT == 0) begin
					RES = res_g;
					CNT = CNT + 1;
				end
				if(rd_h == 1 && rd_h_old == 0) begin
					RES = rd_h;
					CNT = CNT + 1;
				end
			end
			if(ST == 1 && STold == 0) begin
				RD = 0;
				ITERATIONS = IN1;
			end
		end
		STold = ST;
		rd_g_old = rd_g;
		rd_h_old = rd_h;
	end
endmodule
==> results.toml <==
# implementation run metrics
[logic_synthesis]
synth_area_mm2 = 0.00316
async_flop_share_pct = 0
netlist_instances = 269
ys_warn_count = 4
edf_count = 32
synthFlopType = "dfxtp_1"
ys_cells = 269
top_cells_by_count = "dfxtp_1, edfxtp_1, nor2_1, nand2_1"
seq_area_frac_synth_pct = 58.3
top_area_cell = "edfxtp_1"
synth.most_common_cell = "dfxtp_1"
synthTopCellsByArea = "edfxtp_1, dfxtp_1, a22o_1"
top_cell_area_share_pct = 30.4
syn_avg_cell_area_um2 = 11.7
numSynthFlops = 76
ys_area_mm2 = 0.00316
synthDistinctLibCells = 48

[route]
route.vias.total = 2075
antennaDiodeCount = 0
drt-initial-drc-count = 122
finalWirelength_um = 5670
avgViaCountPerCell = 5.35
first_pass_iters = 4
final_antenna_net_count = 0
routedWlPerCell_um = 14.6
drc = 0

[floorplan]
die_x_um = 81.5
fp.coreArea_mm2 = 0.00599
die_h_um = 81.5
initCoreUtil_pct = 52.7
die_area_mm2 = 0.00663
rows = 28
io_pins = 52

[placed_design]
gp_congestion = 0.840
dp_hpwl_um = 3920
numPortBuffers = 35
place_ws_ns = 1.04

[final_timing]
final.setup.worst_slack_ns = 1.35
finalHoldViolCount = 0
tightest_slew_ns = 0.738
grt_setup_unrepaired = "false"
timing.final.crit_share_pct = 70.1
max_freq_mhz = 317
finalSetupTns_ns = 0
fin_hold_ws_ns = 0.378
slew-limit-headroom_pct = 50.8
min_period_ns = 3.15
slew_viol_final = 0
clock_skew_ns = 0.00846
setup_viol = 0

[grt]
grt_overflow = 0
grt_usage_pct = 19.2
grt_antenna_before_repair = 0
grt_max_degree = 20
grt_pass1_vias = 1849
grt_pass1_wl_um = 9150

[clocking]
ctsLongestPathBuffers = 2
htree_levels = 3
clk_pin_slew_ns = 0.08
cts_resized = 0
cts_root_buf = "clkbuf_8"
postCtsSetupRepairBufs = 0
clock-sinks = 76
clkLatencyLatePin_ns = 0.34
cts_made_buffers = 9
cts_tree = "built"
hold_buffers = 0

[power]
p_leak_nw = 1.51
sw_frac_of_total_pct = 23.7
powerDensity_mw_per_mm2 = 360
power_frac_seq_pct = 54.8
clockPowerShare_pct = 37.6
power.switching_uw = 321
pwr-share-comb_pct = 7.5
p_int_mw = 1.04
vdd_drop_max_v = 0.000226

[critical_path]
worstPathRequired_ns = 4.76
cp.arrival_ns = 3.42
crit_path_max_fanout = 10
crit_type = "register to register"
r2r_cells = 13
worstReg2RegStart = "CNT[3]"
reg2reg_to = "CNT[2]"
reg2reg_setup_slack_ns = 1.35
startpoint_type = "register"
crit_path_end_kind = "register"

[run]
warnings = 43
max-cap-violations = 0

[finish]
areaGrowthSynthToFinish_pct = 19.5
drive_gt1_share_pct = 9.90

[min_path]
hp-start = "h.opi3.RD"
hold_path_end = "h.soperation.STold"
min_path_cells = 0
min_path_type = "register to register"

[status]
status = "completed"
[cell usage in the layout, fill, tap and decap left out, types with 7 or more instances in the layout]
cell type,n
nand2_1,17
clkdlybuf4s50_1,35
dfxtp_1,44
inv_1,11
a21oi_1,7
nor2_1,20
edfxtp_1,32
xor2_1,16
and2_1,15
a22o_1,16
clkbuf_8,9
[final cells by class]
cell class	instances	area, µm²
Clock buffer	9	124
Clock inverter	7	72.6
Fill cell	470	2220
Inverter	11	41.3
Multi-Input combinational cell	171	1220
Sequential cell	76	1840
Tap cell	75	93.8
Timing Repair Buffer	39	380
[per-stage QoR]
stage	cell area, µm²	std cells	util, %	power (mW)
3_5_place_dp	3580	372	59.7	0.861
3_3_place_gp	3580	372	59.7	0.861
5_1_grt	3770	388	63.0	1.41
4_1_cts	3770	388	63.0	1.37
2_1_floorplan	3160	269	-	0.825
6_report	3770	388	63.0	1.36
[cells by family after synthesis]
kind of cell,count (synthesis),synth area share [%]
simple gates,93,16.4
flops,76,58.3
compound gates,53,14.6
buf+inv,22,3.21
xor+xnor,19,5.27
mux,3,0.951
fa+ha+maj,3,1.19
[metal layers]
layer / routed length [µm] / share of wire [%] / global-route usage, % / vias to the layer above
li1: - / - / - / 1065
met1: 2900 / 51 / 32.4 / 968
met2: 2480 / 44 / 27.9 / 33
met3: 200 / 3.5 / 3.38 / 9
met4: 91 / 1.6 / 3.04 / 0
met5: 0 / 0 / 0 / -
[critical path, stage by stage (launching register included)]
cell and delay [ns]:
dfxtp_1 0.45, xor2_1 0.13, nor4_2 0.35, nand4_2 0.26
nand2_1 0.22, ha_1 0.18, and3b_1 0.26, a21oi_1 0.12
a21o_1 0.17, ha_1 0.18, nand2_1 0.16, a21oi_4 0.09
or3_1 0.36, a21oi_1 0.14
[power groups by stage]
stage | registers [mW] | logic (mW) | clock network (mW)
4_1_cts | 0.744 | 0.103 | 0.521
5_1_grt | 0.746 | 0.112 | 0.549
6_report | 0.744 | 0.102 | 0.510
[state kept, by name, indices dropped and copies added, names as in the netlist, 16 cells and up]
| signal | count |
|---|---|
| RES | 16 |
| CNT | 16 |
| g.RES | 16 |
| ITERATIONS | 16 |
[worst max path at each step]
stage / from / endpoint / slack [ns] / cells past startpoint
6_report: CNT[3] / CNT[2] / 1.35 / 13
5_1_grt: CNT[0] / CNT[4] / 1.01 / 13
4_1_cts: CNT[3] / CNT[2] / 1.34 / 13
No activity file was given, so power comes from the tool's default toggle rates.
