$ cat ./design.v
module modulename(
				  RST, 
				  ST,
				  CLK,
				  RD,
				  RES,
				  IN1,
				  IN2,
				  IN3
				  );
   input wire          RST;
   input wire          ST;
   input wire          CLK;
   output reg          RD;
   output reg [16-1:0] RES;
   input wire [16-1:0] IN1;
   input wire [16-1:0] IN2;
   input wire [16-1:0] IN3;
   reg [3:0] 		   state;
   wire [16-1:0] 	   SOUT_YES;
   wire [16-1:0] 	   SOUT_NO;
   wire [16-1:0] 	   pRES;
   wire [16-1:0] 	   lRES; 	   
   wire 			   yRD;
   wire 			   nRD;
   wire 			   pRD;
   wire 			   lRD;
   reg 				   yST;
   reg 				   nST;
   reg  			   pST;
   assign lRD = nRD & yRD & pRD;
   assign lRES = pRES > 0?SOUT_YES:SOUT_NO;
   mock_yes yes(RST, yST, CLK, yRD, SOUT_YES, IN1, IN2, IN3);
   mock_no no(RST, nST, CLK, nRD, SOUT_NO, IN1, IN2, IN3);
   mock_pred pred(RST, pST, CLK, pRD, pRES, IN1, IN2, IN3);
   always @(posedge CLK) begin
	  if (RST == 1) begin
		 yST = 0;
		 nST = 0;
		 pST = 0;
		 state = 0;
		 RD = 1;
		 RES = 0;		
	  end
	  case (state)
		0:begin
		   RD = 1;
		   if (ST == 1) state = 1;
		end
		1:begin
		   yST = 1;
		   nST = 1;
		   pST = 1;
		   RD = 0;
		   state = 2;
		end
		2:begin
		   state = 3;
		end
		3:begin
		   yST = 0;
		   nST = 0;
		   pST = 0;
		   if (lRD == 1) state = 4;		   
		end
		4:begin
		   RD = 1;
		   RES = lRES;
		   state = 5;
		end
		5:begin
		   RD = 1;
		   if(ST == 1) state = 1;
		end
	  endcase  
   end  
endmodule  
module mock_no(RST, ST, CLK, RD, RES, IN1, IN2, IN3);
   input wire RST;
   input wire ST;
   input wire CLK;
   output reg RD;
   output reg [16-1:0] RES;
   input wire [16-1:0] IN1;
   input wire [16-1:0] IN2;
   input wire [16-1:0] IN3;
   reg [3:0] 		   CNT;
   always @(posedge CLK) begin
	  if(RST == 1) begin
		 RD = 1;
		 RES = 0;
		 CNT = 0;
	  end else begin
		 if (ST == 1 && RD == 1) begin
			RD = 0;
			CNT = 2;			
		 end else if (CNT > 0) begin
			CNT = CNT - 1;
		 end else begin
			RD = 1;
		 end
		 RES = 2;
	  end	  	  
   end
endmodule  
module mock_pred(RST, ST, CLK, RD, RES, IN1, IN2, IN3);
   input wire RST;
   input wire ST;
   input wire CLK;
   output reg RD;
   output reg [16-1:0] RES;
   input wire [16-1:0] IN1;
   input wire [16-1:0] IN2;
   input wire [16-1:0] IN3;
   reg [3:0] 		   CNT;
   always @(posedge CLK) begin
	  if(RST == 1) begin
		 RD = 1;
		 RES = 0;
		 CNT = 0;
	  end else begin
		 if (ST == 1 && RD == 1) begin
			RD = 0;
			CNT = 2;			
		 end else if (CNT > 0) begin
			CNT = CNT - 1;
		 end else begin
			RD = 1;
		 end
		 RES = 1;
	  end	  	  
   end
endmodule  
module mock_yes(RST, ST, CLK, RD, RES, IN1, IN2, IN3);
   input wire RST;
   input wire ST;
   input wire CLK;
   output reg RD;
   output reg [16-1:0] RES;
   input wire [16-1:0] IN1;
   input wire [16-1:0] IN2;
   input wire [16-1:0] IN3;
   reg [3:0] 		   CNT;
   always @(posedge CLK) begin
	  if(RST == 1) begin
		 RD = 1;
		 RES = 0;
		 CNT = 0;
	  end else begin
		 if (ST == 1 && RD == 1) begin
			RD = 0;
			CNT = 4;			
		 end else if (CNT > 0) begin
			CNT = CNT - 1;
		 end else begin
			RD = 1;
		 end
		 RES = 2;
	  end	  	  
   end
endmodule  
$ cat ./run.sh
#!/bin/bash
# OpenROAD 26Q1-2900-gdf79404cd8, Yosys 0.63+post, stock flow scripts
make -C /OpenROAD-flow-scripts/flow DESIGN_CONFIG=/design/flow/config.mk WORK_HOME=/design/flow/orfs finish
$ cat ./config.mk
export PLATFORM = sky130hd
export DESIGN_NAME = modulename
export DESIGN_NICKNAME = modulename
export VERILOG_FILES = /design/flow/design.v
export SDC_FILE = /design/flow/constraint.sdc
export NUM_CORES = 4
export LEC_CHECK = 1
export CORE_AREA = 10 10 97 97
export DIE_AREA = 0 0 107 107
$ cat ./constraint.sdc
current_design modulename

set clk_period 2.5
set clk_io_pct 0.2

create_clock -name clk0 -period $clk_period [get_ports {CLK}]

set non_clock_inputs [all_inputs -no_clocks]
set_input_delay [expr $clk_period * $clk_io_pct] -clock clk0 $non_clock_inputs
set_output_delay [expr $clk_period * $clk_io_pct] -clock clk0 [all_outputs]
==> results.sh <==
# source this file to load flow results
export IMPL_status="completed"
export IMPL_hold_buffers=0
export IMPL_fmax_mhz=526.8
export IMPL_mux_area_share_pct=0.8841
export IMPL_yosysWarnings=4
export IMPL_min_period_over_period_pct=75.93
export IMPL_warnings=73
export IMPL_grt_pass1_wl_um=3594
export IMPL_power_switching_mw=0.3829
export IMPL_r2r_cells=4
export IMPL_groute_usage_overall_pct=3.550
export IMPL_cts_tree="yes"
export IMPL_critPathLaunchType="input port"
export IMPL_drive_gt1_share_pct=8.667
export IMPL_antenna_found_initial=0
export IMPL_drcViolationCount=0
export IMPL_syn_area_sq_um=1274
export IMPL_aoi_share_pct=15.32
export IMPL_hold_viol_final=0
export IMPL_num_rows=31
export IMPL_ys_sh_xor_pct=1.375
export IMPL_power_sequential_fraction_pct=52.4
export IMPL_clockPowerShare_pct=21.0
export IMPL_synthToLayoutAreaGrowth_pct=10.61
export IMPL_layout_cells_most_common="dfxtp_1"
export IMPL_synth_cell_type_count=43
export IMPL_hold_depth=1
export IMPL_synth_area_per_cell_sq_um=8.724
export IMPL_cts_resized=0
export IMPL_synthArstFlopShare_pct=0
export IMPL_ios=68
export IMPL_fp_dieH_um=107
export IMPL_path_cells="clkdlybuf4s50_1, or2_4, or4_4, and2_4, a21oi_2"
export IMPL_fp_dieW_um=107
export IMPL_clock_sinks=27
export IMPL_ys_chip_area_sq_um=1274
export IMPL_vias=921
export IMPL_dpl_instance_area_sq_um=1361
export IMPL_p_sw_share_pct=32.36
export IMPL_drv_cap=0
export IMPL_grt_met1_usage_pct=4.824
export IMPL_fin_tns_setup_ns=0
export IMPL_core_area_sq_um=7292
export IMPL_chipArea_sq_um=11450
export IMPL_grt_setup_unrepaired="no"
export IMPL_met2_usage_pct=5.882
export IMPL_final_cell_mix="dfxtp_1, nand2_1, nor2_1, conb_1, a21oi_1"
export IMPL_skew_ns=0.005375
export IMPL_ys_flops=27
export IMPL_ys_cells=146
export IMPL_routed_wl_um=2094
export IMPL_final_area_sq_um=1409
export IMPL_overflow=0
export IMPL_cpMaxStageDelayCell="clkdlybuf4s50_1"
export IMPL_yosysTopAreaCell="dfxtp_1"
export IMPL_ir_drop_uv=256.2
export IMPL_fillerInstances=832
export IMPL_postSynthCellCount=146
export IMPL_drtIter0Drc=50
export IMPL_antenna_diode_count=0
export IMPL_place_congestion=0.7921
export IMPL_dr_pass1_iters=4
export IMPL_flop_cell="dfxtp_1"
export IMPL_criticalPathCategory="in2reg"
export IMPL_htree_levels=1
export IMPL_initCoreUtil_pct=17.47
export IMPL_hold_class="reg2reg"
export IMPL_cp_end_kind="register"
export IMPL_wl_per_cell_um=8.410
export IMPL_top_cells_by_area="dfxtp_1, buf_4, edfxtp_1"
export IMPL_edf_count=3
export IMPL_fin_hold_ws_ns=0.4560
export IMPL_fa_ha_area_share_pct=0.9823
export IMPL_yosys_stat_seqShare_pct=44.79
export IMPL_vias_per_cell=3.699
export IMPL_grt_max_degree=17
export IMPL_grt_pass1_vias=820
export IMPL_cp_arrival_ns=2.11
export IMPL_top_logic_kind="simple AND/OR/NAND/NOR gates"
export IMPL_finalSetupViolations=0
export IMPL_p_int_mw=0.8001
export IMPL_cts_buffer_depth=2
export IMPL_clock_root_buffer="clkbuf_8"
export IMPL_min_period_ns=1.898
export IMPL_critPathMaxFanout=8
export IMPL_cts_buffers_inserted=3
export IMPL_grt_busiest_layer="met2"
export IMPL_synthSimpleGateAreaFrac_pct=24.17
export IMPL_max_stage_delay_ns=0.57
export IMPL_critPathRequiredTime_ns=2.72
export IMPL_path_clk_slew_ns=0.09
export IMPL_slew_violations=0
export IMPL_hpwl_um=1607
export IMPL_cellPowerDensity_nw_per_um2=839.7
export IMPL_antenna_left=0
export IMPL_cts_setup_buffers=0
export IMPL_synth_top_area_share_pct=37.72
export IMPL_worstSkewPairLatency_ns=0.27
export IMPL_leakage_nw=0.5446
export IMPL_grt_util_met3_pct=0.6671
export IMPL_io_buffers=4
export IMPL_power_frac_comb_pct=26.6
[per-stage QoR]
stage	utilization, %	setup slack, ns	instances	power [mW]
finish	19.32	0.6019	249	1.183
global placement	18.67	0.3198	245	0.9466
global route	19.32	0.5674	249	1.282
floorplan	-	1.011	160	0.8997
CTS	19.32	0.6069	249	1.199
detailed placement	18.67	0.3150	245	0.9494
[path summary, 6_finish.rpt]
kind / to / startpoint / slack, ns
hold / removal: state[2] / state[2] / 0.46
setup / recovery: state[1] / RST / 0.60
hold reg to reg: state[2] / state[2] / 0.46
setup reg to reg: register / register / 1.06
[power by group through the flow]
stage	Combinational (mW)	Sequential (mW)	Clock, mW
6_report	0.315	0.620	0.248
5_1_grt	0.364	0.639	0.279
4_1_cts	0.322	0.619	0.258
[layer usage]
| metal | vias up | part of all wire [%] | wire length, um |
|---|---|---|---|
| met1 | 414 | 50 | 1050 |
| met3 | 2 | 3.2 | 68 |
| met4 | 0 | 1.5 | 32 |
| met5 | - | 0 | 0 |
| li1 | 487 | - | - |
| met2 | 18 | 45 | 943 |
[worst max-delay path: cells and delay by family]
kind,cells,cell delay (ns)
buf+inv,1,0.57
compound gates,1,0.11
simple gates,3,0.92
[cells in the mapped netlist, drive strengths merged (2+ instances only)]
library cell,count
inv,5
nor4,3
nor2,15
a21oi,10
edfxtp,3
or3,2
dfxtp,24
o211ai,2
clkbuf,2
o21ai,7
buf,17
and2,2
nand2b,4
a31oi,2
nand3,2
or2,2
nor3,7
a21o,2
nand2,17
[final cells by class]
class                   count  area [sq um]  area share (%)
well taps                  99         123.9           8.792
inverters                   5         18.77           1.332
clock buffers               3         41.29           2.931
clock inverters             1         6.256          0.4441
flip-flops and latches     27         570.5           40.50
repair buffers              5         47.55           3.375
multi-input cells         109         600.6           42.63
[kinds of logic (layout without fill, tap and decap cells)]
logic type	count (synthesis)	in the layout
xor+xnor	2	2
flops	27	27
buf+inv	24	14
other cells	1	15
compound gates	30	30
simple gates	60	60
mux	1	1
fa+ha+maj	1	1
Power and IR drop assume default switching activity.
