**constraint.sdc**
```tcl
current_design composition_r_goperation_o_bw16_inc2_hmultiplication_func_h_bw_16_icnt2

set clk_period 5.3
set clk_io_pct 0.2

create_clock -name clk0 -period $clk_period [get_ports {CLK}]

set non_clock_inputs [all_inputs -no_clocks]
set_input_delay [expr $clk_period * $clk_io_pct] -clock clk0 $non_clock_inputs
set_output_delay [expr $clk_period * $clk_io_pct] -clock clk0 [all_outputs]
```
**config.mk**
```make
export PLATFORM = sky130hd
export DESIGN_NAME = composition_r_goperation_o_bw16_inc2_hmultiplication_func_h_bw_16_icnt2
export DESIGN_NICKNAME = composition_r_goperation_o_bw16_inc2_hmultiplication_func_h_bw_16_icnt2
export VERILOG_FILES = /design/flow/design.v
export SDC_FILE = /design/flow/constraint.sdc
export NUM_CORES = 4
export LEC_CHECK = 1
export CORE_UTILIZATION = 40
```
**run.sh**
```bash
#!/bin/bash
# OpenROAD 26Q1-2900-gdf79404cd8, Yosys 0.63+post, stock flow scripts
make -C /OpenROAD-flow-scripts/flow DESIGN_CONFIG=/design/flow/config.mk WORK_HOME=/design/flow/orfs finish
```
**design.v**
```verilog
module addition_func_h(RST, ST, CLK, RD, RES, IN0, IN1, IN2);
	input wire RST;
	input wire ST;
	input wire CLK;
	output wire RD;
	output wire [15:0] RES;
	input wire [15:0] IN0;
	input wire [15:0] IN1;
	input wire [15:0] IN2;
	wire [15:0] RESi;
	wire  RDi;
	operation_i_bw16_inc3_si2 opi3(RST, ST, CLK, RDi, RESi, IN0, IN1, IN2);
	operation_s_bw16 soperation(RST, RDi, CLK, RD, RES, RESi);	
endmodule
module composition_r_goperation_i_bw16_inc2_si1_haddition_func_h_bw_16_icnt2(RST, ST, CLK, RD, RES, IN0, IN1);
	input wire RST;
	input wire ST;
	input wire CLK;
	output reg RD;
	output reg [16-1:0] RES;
	wire [16-1:0] res_g;
	wire [16-1:0] res_h;
	reg [16-1:0] CNT;
	reg [16-1:0] ITERATIONS;
	wire rd_g;
	wire rd_h;
	wire st_h;
	reg STold;
	reg rd_g_old;
	reg rd_h_old;
	input wire [16-1:0] IN0;
	input wire [16-1:0] IN1;
	wire [16-1:0] IN2;
	operation_i_bw16_inc2_si1 g(RST, ST, CLK, rd_g, res_g, IN0, IN1);
	addition_func_h h(RST, st_h, CLK, rd_h, res_h, IN0, IN1, IN2);
	assign st_h = CNT?rd_h:rd_g;
	assign IN2[15:0] = (CNT[15:0] > 1)?res_h[15:0]:res_g[15:0];
	always @(posedge CLK) begin
		if(RST == 1) begin
			RD = 1;
			CNT = 0;
			STold = 0;
			rd_g_old = 0;
			rd_h_old = 0;
			ITERATIONS = 0;
		end else begin
			if(ITERATIONS == CNT) begin
                        	RD = 1;
				CNT = 0;
				RES = res_h;
				ITERATIONS = 0;
			end
			if(RD == 0) begin
				if(rd_g == 1 && rd_g_old == 0 && CNT == 0) begin
					RES = res_g;
					CNT = CNT + 1;
				end
				if(rd_h == 1 && rd_h_old == 0) begin
					RES = rd_h;
					CNT = CNT + 1;
				end
			end
			if(ST == 1 && STold == 0) begin
				RD = 0;
				ITERATIONS = IN1;
			end
		end
		STold = ST;
		rd_g_old = rd_g;
		rd_h_old = rd_h;
	end
endmodule
module operation_i_bw16_inc2_si1(RST, ST, CLK, RD, RES, IN0, IN1);
	input wire RST;
	input wire ST;
	input wire CLK;
	output reg RD;
	output reg [16-1:0] RES;
	reg STold;
	reg RF;
	input wire [15:0] IN0;
	input wire [15:0] IN1;
	always @(posedge CLK) begin
		if(RST == 1) begin
			RD = 1;
			RF = 1;
		end else begin
			if(RF == 1) begin
				RD = 1;
			end
			if(RF == 0) begin
				RES = IN1;
				RF = 1;
			end
			if(ST == 1 && STold == 0) begin
                                RD = 0;
				RF = 0;
                        end
		end
		STold = ST;
	end	
endmodule
module operation_i_bw16_inc3_si2(RST, ST, CLK, RD, RES, IN0, IN1, IN2);
	input wire RST;
	input wire ST;
	input wire CLK;
	output reg RD;
	output reg [16-1:0] RES;
	reg STold;
	reg RF;
	input wire [15:0] IN0;
	input wire [15:0] IN1;
	input wire [15:0] IN2;
	always @(posedge CLK) begin
		if(RST == 1) begin
			RD = 1;
			RF = 1;
		end else begin
			if(RF == 1) begin 
				RD = 1;
			end
			if(RF == 0) begin
				RES = IN2;
				RF = 1;
			end
			if(ST == 1 && STold == 0) begin
                                RF = 0;
				RD = 0;
                        end
		end
		STold = ST;
	end	
endmodule
module operation_s_bw16(RST, ST, CLK, RD, RES, IN);
	input wire RST;
	input wire ST;
	input wire CLK;
	output reg RD;
	output reg [16-1:0] RES;
	input wire [16-1:0] IN;
	reg STold;
	reg RF;
	always @(posedge CLK) begin
		if(RST == 1) begin
			RD = 1;
			RF = 1;
		end else begin
			if(RF == 1) begin
				RD = 1;
			end
			if(RF == 0) begin
				RES = IN + 1;
				RF = 1;
			end
			if(ST == 1 && STold == 0) begin
                                RF = 0;
				RD = 0;
                        end
		end
		STold = ST;
	end	
endmodule
module composition_r_goperation_o_bw16_inc2_hmultiplication_func_h_bw_16_icnt2(RST, ST, CLK, RD, RES, IN0, IN1);
	input wire RST;
	input wire ST;
	input wire CLK;
	output reg RD;
	output reg [16-1:0] RES;
	wire [16-1:0] res_g;
	wire [16-1:0] res_h;
	reg [16-1:0] CNT;
	reg [16-1:0] ITERATIONS;
	wire rd_g;
	wire rd_h;
	wire st_h;
	reg STold;
	reg rd_g_old;
	reg rd_h_old;
	input wire [16-1:0] IN0;
	input wire [16-1:0] IN1;
	wire [16-1:0] IN2;
	operation_o_bw16_inc2 g(RST, ST, CLK, rd_g, res_g, IN0, IN1);
	multiplication_func_h h(RST, st_h, CLK, rd_h, res_h, IN0, IN1, IN2);
	assign st_h = CNT?rd_h:rd_g;
	assign IN2[16-1:0] = (CNT[16-1:0] > 1)?res_h[16-1:0]:res_g[16-1:0];
	always @(posedge CLK) begin
		if(RST == 1) begin
			RD = 1;
			CNT = 0;
			STold = 0;
			rd_g_old = 0;
			rd_h_old = 0;
			ITERATIONS = 0;
		end else begin
			if(ITERATIONS == CNT) begin
				RD = 1;
				CNT = 0;
				RES = res_h;
				ITERATIONS = 0;
			end
			if(RD == 0) begin
				if(rd_g == 1 && rd_g_old == 0 && CNT == 0) begin
					RES = res_g;
					CNT = CNT + 1;
				end
				if(rd_h == 1 && rd_h_old == 0) begin
					RES = rd_h;
					CNT = CNT + 1;
				end
			end
			if(ST == 1 && STold == 0) begin
				RD = 0;
				ITERATIONS = IN1;
			end
		end
		STold = ST;
		rd_g_old = rd_g;
		rd_h_old = rd_h;
	end
endmodule
module multiplication_func_h(RST, ST, CLK, RD, RES, IN0, IN1, IN2);
	input wire RST;
	input wire ST;
	input wire CLK;
	output wire RD;
	output wire [15:0] RES;
	input wire [15:0] IN0;
	input wire [15:0] IN1;
	input wire [15:0] IN2;
	composition_r_goperation_i_bw16_inc2_si1_haddition_func_h_bw_16_icnt2 summa(RST, ST, CLK, RD, RES, IN0, IN2);	
endmodule
module operation_o_bw16_inc2(RST, ST, CLK, RD, RES, IN0, IN1);
	input wire RST;
	input wire ST;
	input wire CLK;
	output reg RD;
	output reg [16-1:0] RES;
	reg STold;
	reg RF;
	input wire [15:0] IN0;
	input wire [15:0] IN1;
	always @(posedge CLK) begin
		if(RST == 1) begin
			RD = 1;
		end else begin
			if(RF == 1) begin
				RD = 1;
			end
			if(RF == 0) begin
				RES = 0;
				RF = 1;
			end
			if(ST == 1 && STold == 0) begin
                                RD = 0;
                     		RF = 0;
			   end
		end
		STold = ST;
	end	
endmodule
```
==> reports/metrics.cfg <==
[routing]
detail_route.first_pass.iterations = 5
postRouteWirelength_um = 15700
drt_first_iter_violations = 336
wire_per_inst_um = 16.7
viasPerCell = 5.29
antenna-diode-count = 0
drt_drc_violations_left = 0
vias = 4988
final_antenna_net_count = 0

[place]
globalplace.congestion = 0.852
io_buffer_count = 35
detailed_place_hpwl_um = 9920

[yosys]
synth-edff-count = 81
postSynth.asyncResetShare = 0
yosys_cells = 675
synthTopCellsByArea = edfxtp_1 (33%), dfxtp_1 (22%), nor2_1 (4.4%)
syn_inst = 675
avgSynthCellArea_um2 = 10.8
synth.yosys.warnings = 6
yosys.cell_types.count = 60
synth.top_cell.area_share = 0.334
netlist.top_cell.by_area = edfxtp_1
synth.most_common_cell = nor2_1
ys_chip_area_mm2 = 0.00729
synth-seq-cells = 162
ys.flop_type = edfxtp_1
synth.cell_area_mm2 = 0.00729
postSynthSeqShare = 0.556
ys_top_cells_by_count = nor2_1 (86), dfxtp_1 (81), edfxtp_1 (81), a21oi_1 (49), nand2_1 (45)

[clocking]
cts-buffers-inserted = 17
root_buffer = clkbuf_16
postCtsSetupRepairBufs = 0
cts.path.max_buffers = 2
postCtsHoldBufs = 0
clock_sinks = 162
cts_tree = done
post_cts_resize_count = 0
total_number_of_h_tree_levels = 4
clkTransAtPathRegs_ns = 0.06
clkLatencyLatePin_ns = 0.43

[worst_setup_path]
rr_startpoint = CNT[0]
timing.critical_path.buf_inv = 1
cp.required_ns = 5.60
r2r-end = CNT[14]
timing.critical_path.slowest_cell_delay_ns = 0.57
setup.worst_path.class = register to register
critical_path.slowest_cell = buf_4
dominant_delay_contributor_by_cell_family_on_the_critical_path = simple AND/OR/NAND/NOR gates
worst-path-max-fanout = 39
regToRegSetupSlack_ns = 2.42
reg2reg_depth = 11
crit_arrival_ns = 3.18
critical_path.cell_chain = xnor2_1, nand4_1, nor4_4, buf_4, o21ai_0, ha_1, nand2b_1, or2_1, nor2_1, xnor2_1, nor2_1
category_of_the_worst_setup_path_launch_point = register
worst_setup_path_end_kind = register

[worst_hold_path]
min-delay-start = h.summa.h.opi3.RD
worstHoldPathCells = 0
worst_hold_path_type = register to register
hold_path_end = h.summa.h.soperation.STold

[global_route]
grt.met3_usage = 0.0733
groute.usage.overall = 0.186
grt_first_pass_wirelength_um = 25400
grt_pass1_vias = 4779
global_route_hottest_layer = met1
number_of_antenna_violations_at_the_first_check_in_global_routing = 0
use_met2 = 0.263
global_route.usage.met1 = 0.291
grt_remaining_overflow = 0
grt_max_degree = 44

[timing]
slew_headroom = 0.451
finalSetupViolCount = 0
hold_ws_ns = 0.374
post-route-period-util = 0.544
worst_clock_skew_ns = 0.0119
achievable-frequency_mhz = 347
grt_setup_unrepaired = no
final_max_slew_viol_count = 0
finalHoldViolations = 0
worstMarginPinSlew_ns = 0.822
final_period_minus_worst_setup_slack_ns = 2.88
tns_setup_ns = 0

[pwr]
vdd.ir_drop.worst_mv = 0.223
pwr-share-seq = 0.516
power.combinational.fraction = 0.071
power_leakage_nw = 2.94
switchingPower_mw = 0.629
clkPwrFrac = 0.412
internal_power_mw = 2.05
pwr_density_cell_mw_per_mm2 = 321
power.switching_fraction = 0.235

[cells_and_area]
fin_util = 0.476
fillerInstances = 1599
share_of_final_layout_standard_cells_stronger_than_drive_strength_1 = 0.113
area_growth_pct = 14.5

[floorplanning]
placeableCoreArea_mm2 = 0.0175
fp.dieH_um = 137
rows = 48
floorplan.core_util = 0.416
pin_count = 52
die_area_mm2 = 0.0188
chipWidth_um = 137

[flow_run]
log.warning_count = 41
cap_violations = 0

[run_status]
status = finished clean

[cell families (layout without fill, tap and decap cells)]
family | after synthesis | after routing | synth area share
muxes | 32 | 32 | 0.0467
DFF | 162 | 162 | 0.556
xor gates and xnor gates | 67 | 67 | 0.0805
buffers and inverters | 44 | 87 | 0.0328
AOI/OAI and AO/OA | 122 | 122 | 0.104
adders and majority gates | 3 | 3 | 0.00515
and+or+nand+nor | 245 | 245 | 0.175
[cells in the final DEF (no fill, tap or decap), types with 17 or more instances in the layout]
cell and count:
nand4_1 20, clkbuf_16 17, nor2_1 86, nand2_1 45, edfxtp_1 81, and2_1 17, dfxtp_1 81, o21ai_0 21
xor2_1 34, a21oi_1 49, clkdlybuf4s50_1 35, xnor2_1 33
[cell type report]
cell class,count,area [um2],share of cell area
clock inverters,15,110,0.0132
repair buffers,47,440,0.0528
well taps,225,282,0.0337
clock buffers,17,425,0.0510
flip-flops and latches,162,4050,0.486
multi-input cells,469,3000,0.360
inverters,8,30.0,0.00360
[how the worst max path moves through the flow]
stage,from,endpoint,cells after the start
after CTS,CNT[0],CNT[14],11
after global routing,CNT[6],CNT[14],11
final,CNT[0],CNT[14],11
[power groups by stage]
stage / logic [mW] / registers (mW) / clock network (mW)
CTS: 0.193 / 1.38 / 1.13
global route: 0.213 / 1.39 / 1.18
finish: 0.191 / 1.38 / 1.11
[sequential cells by signal, indices dropped and copies added, names as in the netlist, 16 cells and up]
register                  count
h.summa.CNT                  16
h.summa.h.opi3.RES           16
ITERATIONS                   16
h.summa.ITERATIONS           16
h.summa.g.RES                16
CNT                          16
h.summa.RES                  16
RES                          16
h.summa.h.soperation.RES     16
[worst reg2reg max path, stage by stage, from the launching register on]
cell,delay [ns]
dfxtp_1,0.53
xnor2_1,0.17
nand4_1,0.15
nor4_4,0.32
buf_4,0.57
o21ai_0,0.17
ha_1,0.20
nand2b_1,0.12
or2_1,0.24
nor2_1,0.09
xnor2_1,0.15
nor2_1,0.05
[routing by layer]
layer	up-vias	share of wire
li1	2480	-
met5	-	0
met2	165	0.43
met1	2332	0.47
met4	0	0.010
met3	11	0.083
[per-stage QoR]
stage / std cells / area [um2] / power, mW / setup slack, ns
2_1_floorplan: 675 / 7290 / 1.53 / 2.75
3_3_place_gp: 911 / 7810 / 1.60 / 2.45
3_5_place_dp: 911 / 7810 / 1.60 / 2.39
4_1_cts: 943 / 8340 / 2.71 / 2.41
5_1_grt: 943 / 8340 / 2.78 / 2.15
6_report: 943 / 8340 / 2.68 / 2.42
Power is estimated from default activity; no workload was simulated.
